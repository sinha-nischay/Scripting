<file path="design/flow/run.sh">
#!/bin/bash
# OpenROAD 26Q1-2900-gdf79404cd8, Yosys 0.63+post, stock flow scripts
make -C /OpenROAD-flow-scripts/flow DESIGN_CONFIG=/design/flow/config.mk WORK_HOME=/design/flow/orfs finish
</file>
<file path="design/flow/config.mk">
export PLATFORM = sky130hd
export DESIGN_NAME = apb_add_master
export DESIGN_NICKNAME = apb_add_master
export VERILOG_FILES = /design/flow/design.v
export SDC_FILE = /design/flow/constraint.sdc
export NUM_CORES = 4
export LEC_CHECK = 1
export CORE_AREA = 10 10 114 114
export DIE_AREA = 0 0 124 124
</file>
<file path="design/flow/constraint.sdc">
current_design apb_add_master

set clk_period 7.8
set clk_io_pct 0.2

create_clock -name clk0 -period $clk_period [get_ports {pclk}]

set non_clock_inputs [all_inputs -no_clocks]
set_input_delay [expr $clk_period * $clk_io_pct] -clock clk0 $non_clock_inputs
set_output_delay [expr $clk_period * $clk_io_pct] -clock clk0 [all_outputs]
</file>
<file path="design/flow/design.v">
module apb_add_master(
    input wire          pclk,
    input wire          preset_n,
    input wire [1:0]    add_i,        
    input wire [31:0]   prdata,
    input wire          pready,
    output wire         psel,
    output wire         penable,
    output wire [31:0]  paddr,
    output wire         pwrite,
    output wire [31:0]  pwdata
);
    localparam st_idle = 2'b00;
    localparam st_setup = 2'b01;
    localparam st_access = 2'b11;
    reg [1:0] present_state;
    reg [1:0] next_state;
    wire p_setup;
    wire p_access;
  	reg next_pwrite;
    reg pwrite_q;
  	reg [31:0] rdata_q;
  	reg [31:0] next_rdata;
  	always@(posedge pclk or negedge preset_n) begin
        if (~preset_n)
            present_state <= st_idle;
        else
            present_state <= next_state;
    end
  always@(*) begin
        next_pwrite = pwrite_q;                            
        next_rdata = rdata_q;                              
        case(present_state)
        st_idle:    if(add_i[0]) begin
                        next_state <= st_setup;
                        next_pwrite <= add_i[1];            
                    end
        st_setup:   next_state <= st_access;
        st_access:  if(pready) begin
                        next_state <= st_idle;
                        if (~pwrite_q)
                            next_rdata <= prdata;
                    end
                    else
                        next_state <= st_access;
        default:    next_state <= st_idle;
        endcase
    end
    assign p_setup = (present_state == st_setup);
    assign p_access = (present_state == st_access);
    assign psel = p_setup | p_access;
    assign penable = p_access;
    assign paddr = {32{(p_setup | p_access)}} & 32'hA000;
    always @(posedge pclk or negedge preset_n) begin
        if(~preset_n)
            pwrite_q <= 1'b0;
        else
            pwrite_q <= next_pwrite;                         
    end
    assign pwrite = pwrite_q;                               
    always @(posedge pclk or negedge preset_n) begin
        if (~preset_n)
            rdata_q <= 32'h0;
        else
            rdata_q <= next_rdata; 
    end
    assign pwdata = {32{p_access}} & (rdata_q + 32'h1);
endmodule
</file>
==> notes.md <==
flow finished, numbers: final setup fails 0, post-layout period usage 0.595, minimum clock period 4640 ps, slew of the pin with the lowest slew margin 832 ps, worst-path maximum fanout 12, Worst-path clk slew 80 ps, Starting DRT DRC Count 112, Clock Tree Buf Depth 2, number of unconstrained endpoints 4, Total Routing Usage GR 0.0893, I/O Buffers 73, DRT antenna net count 0, combinational power share 0.231, Yosys chip area 2420 µm², Synth warnings 1, FF-to-FF Start present_state[0], hold_sp pwrite_q, Area Growth Syn to Fin 35.3%, Commonest Layout Cell clkdlybuf4s50_1, Worst EP required 6240 ps, total of max-cap violations 0, quantity of hold-fixing buffers added after cts 0, fillers 1088, row count 37, chip footprint 15400 µm², drt first pass iters 4, Root Driver clkbuf_8, drt drc 0, sequential power share 0.460, Syn Area/Cell 9.33 µm², status complete, no violations, Setup Fix Bufs, Post-CTS 0, largest net degree at the start of global routing 36, worst slack at placement 3430 ps, ys cells 260, Hold Slack 532 ps, Init Core Util 0.233, Rel. slew slack 0.441, ys flops 37, GRT Residual Overflow 0, CTS HTree Levels 2, Psw 0.155 mW, fraction of final layout cells sized beyond drive strength 1 0.155, critical path class flip-flop to output port, initial antenna violation count 0, hold crit path type flip-flop to flip-flop, worst IR drop on VDD 0.0000639 V, crit path launch type flip-flop, Max Freq 215 MHz, hpwl dp 5.44 mm, Die Width 124 µm, r2r endpoint rdata_q[10], final WL 6.86 mm, post-synthesis instance total 260, IO Count 104, total power per unit cell area 165 nW/µm², die y size 124 µm, TritonCTS buffer count 5, R2R depth 6, WL/cell 14.8 µm, Unique cell types 34, WHS Endpoint pwrite_q, Total Neg Setup Slack 0 ps, Pins Over Slew Limit 0, CTS tree done, Post-Syn Area 2420 µm², via count 2015, most numerous logic cells after layout clkdlybuf4s50_1, dfrtp_1, mux2_2, register pins left without a clock 2, RSZ-0062 raised after global routing no, global-route wire length before repair 11.0 mm, endpoints failing hold 0, Data arrival, critical path 3080 ps, Leakage 1.30 nW, worst setup margin 3160 ps, ANT cells 0, CP endpoint kind output port, Hold Path Cell Cnt 1, vias in the first global route 2050, Switching Fraction 0.287, Internal 0.386 mW, Core Area 10400 µm², Via density 4.33, Log Warnings 25, Resize count post-CTS 0, reg2reg setup slack 5570 ps, Latency at later pin 290 ps, Post-Route Utilization 0.315, clock network power share 0.310, Worst Clk Skew 11.3 ps, global placer's final weighted congestion 0.848
## worst max-delay path: stages, from the launching register on
cell and delay (ps):
dfrtp_1 420, ha_1 230, nand4_1 440, nor3_1 830, nand4_1 220, mux2i_1 180
clkdlybuf4s50_1 480
## kinds of logic (layout without fill, tap and decap cells)
group           after synthesis  in the layout  synth area share
xor+xnor                     12             12            0.0433
mux                          35             35             0.162
latches                       2              2            0.0124
compound gates               34             34            0.0888
fa+ha+maj                     1              1           0.00516
simple gates                 87             87             0.193
buf+inv                      53             93             0.133
other cells                   1             30           0.00155
flops                        35             35             0.361
## per-stage QoR
stage	power [mW]	cell area, µm²	std cells
after floorplan	0.321	2530	289
after global placement	0.377	3170	457
after detailed placement	0.380	3170	457
after CTS	0.552	3280	465
after global routing	0.581	3280	465
final	0.541	3280	465
## cell usage after synthesis
| library cell | instances | area share |
|---|---|---|
| conb_1 | 1 | 0.0015 |
| and2_1 | 1 | 0.0026 |
| nor4_1 | 3 | 0.0077 |
| a41o_1 | 3 | 0.012 |
| o31ai_1 | 9 | 0.028 |
| nand3_1 | 8 | 0.017 |
| dfrtp_1 | 35 | 0.36 |
| buf_2 | 2 | 0.0041 |
| or4_1 | 11 | 0.034 |
| inv_1 | 7 | 0.011 |
| or2_2 | 4 | 0.010 |
| nand4_1 | 8 | 0.021 |
| nor3_1 | 6 | 0.012 |
| clkinv_1 | 1 | 0.0015 |
| nand4_2 | 1 | 0.0052 |
| xnor2_1 | 10 | 0.036 |
| o41ai_1 | 1 | 0.0036 |
| o21ai_0 | 4 | 0.0083 |
| nand3b_1 | 2 | 0.0062 |
| nand2_1 | 14 | 0.022 |
| and4_1 | 1 | 0.0036 |
| nor2_1 | 19 | 0.029 |
| dlxtn_1 | 2 | 0.012 |
| or3_1 | 3 | 0.0077 |
| a31oi_1 | 3 | 0.0077 |
| a21oi_1 | 14 | 0.029 |
| ha_1 | 1 | 0.0052 |
| clkbuf_1 | 11 | 0.017 |
| xor2_1 | 2 | 0.0072 |
| buf_4 | 32 | 0.099 |
| and3_1 | 4 | 0.010 |
| nand2b_1 | 2 | 0.0052 |
| mux2i_1 | 2 | 0.0083 |
| mux2_2 | 33 | 0.15 |
## how the worst max path moves through the flow
| stage | to | start | slack, ps | depth (start not counted) |
|---|---|---|---|---|
| global route | pwdata[28] | rdata_q[0] | 2770 | 6 |
| finish | pwdata[28] | rdata_q[0] | 3160 | 6 |
| CTS | pwdata[28] | rdata_q[0] | 3100 | 6 |
## registers in the layout, indices dropped and copies added, names as in the netlist
register       flops
rdata_q           32
pwrite_q           1
present_state      2
next_state         2
## power groups by stage
stage | registers (mW) | logic (mW) | clock network (mW)
final | 0.249 | 0.125 | 0.168
after global routing | 0.256 | 0.143 | 0.182
after CTS | 0.249 | 0.129 | 0.174
## metal layers
metal  share of wire  vias to the layer above  wire length [µm]  GRT usage
met2            0.49                       56              3360      0.151
met4          0.0087                        0                60    0.00791
met5               0                        -                 0          0
li1                -                     1000                 -          -
met3           0.061                        4               416     0.0225
met1            0.44                      955              3030      0.118
## layout make-up
type                    instances  area [µm²]  share of cell area
multi-input cells             199        1310               0.398
clock buffers                   5        68.8              0.0210
flip-flops and latches         37         906               0.276
inverters                       8        30.0             0.00915
well taps                     136         170              0.0519
repair buffers                 77         756               0.230
clock inverters                 3        43.8              0.0133
Power and IR drop assume default switching activity.
