==> ./design.v <==
module synchronizer
  		(
  		input wire			clk, 
        input wire			rst_n,
        input wire [3:0]	in,
        output reg [3:0]	out
       );
  reg [3:0] q1;
  always@(posedge clk or negedge rst_n)
    begin
      if(~rst_n) begin
      	q1 <= 0;
        out <= 0;
      end
      else begin
        q1 <= in;
        out <= q1;
      end
    end
endmodule
module read_ptr_block(
    input wire          r_en,
    input wire          r_clk,
    input wire [3:0]    g_wptr_sync,
    input wire          rrst_n,
    output reg [3:0]    g_rptr,
    output reg [3:0]    b_rptr,
    output reg          empty
);
wire [3:0] g_rptr_next;
wire [3:0] b_rptr_next;
wire  empty_next;
assign b_rptr_next = b_rptr + (r_en & ~empty);              
assign g_rptr_next = (b_rptr_next>>1)^(b_rptr_next);
always@(posedge r_clk or negedge rrst_n) begin
    if(~rrst_n) begin
        g_rptr <= 0;
        b_rptr <= 0;
    end
    else begin
        g_rptr <= g_rptr_next;
        b_rptr <= b_rptr_next;
    end
end
assign empty_next = (g_wptr_sync == g_rptr_next);        
always@(posedge r_clk or negedge rrst_n) begin
    if(~rrst_n)
        empty <= 1;
    else empty <= empty_next;
end
endmodule
module write_ptr_block(
    input wire          w_en,
    input wire          w_clk,
    input wire [3:0]    g_rptr_sync,
    input wire          wrst_n,
    output reg [3:0]    g_wptr,
    output reg [3:0]    b_wptr,
    output reg          full
);
wire [3:0] g_wptr_next;
wire [3:0] b_wptr_next;
wire  full_next;
assign b_wptr_next = b_wptr + (w_en & ~full);               
assign g_wptr_next = (b_wptr_next>>1)^(b_wptr_next);
always@(posedge w_clk or negedge wrst_n) begin
    if(~wrst_n) begin
        g_wptr <= 0;
        b_wptr <= 0;
    end
    else begin
        g_wptr <= g_wptr_next;
        b_wptr <= b_wptr_next;
    end
end
assign full_next = (~g_rptr_sync[3:2] == g_wptr_next[3:2]) && (g_rptr_sync[1:0] == g_wptr_next);        
always@(posedge w_clk or negedge wrst_n) begin
    if(~wrst_n)
        full <= 0;
    else full <= full_next;
end
endmodule
module fifo(
    input [15:0]    D_in,
    input           w_clk,
    input           w_en,
    input [3:0]     b_wptr,
    input           full,
    input           r_clk,
    input           r_en,
    input [3:0]     b_rptr,
    input           empty,
    output [15:0]   D_out
);
reg [15:0] fifo [7:0];
reg [15:0] D_out_reg;
always@(posedge w_clk) begin
    if (w_en & ~full)
        fifo[b_wptr[2:0]] <= D_in;
end
always@(posedge r_clk) begin
  if (r_en & ~empty)
    D_out_reg <= fifo[b_rptr[2:0]];
end
assign D_out = D_out_reg;
endmodule
module asyn_fifo_top(
    input           w_clk,
    input           w_en,
    input [15:0]    D_in,
    input           r_clk,
    input           r_en,
    input           wrst_n,
    input           rrst_n,
    output [15:0]   D_out,
    output          full,
    output          empty
);
reg [3:0] b_wptr, b_rptr;
reg [3:0] g_wptr_sync, g_rptr_sync;
reg [3:0] g_wptr, g_rptr;
synchronizer read_synchronizer(r_clk,rrst_n,g_wptr,g_wptr_sync);
synchronizer write_synchronizer(w_clk,wrst_n,g_rptr,g_rptr_sync);
read_ptr_block r1(r_en,r_clk,g_wptr_sync,rrst_n,g_rptr,b_rptr,empty);
write_ptr_block w1(w_en,w_clk,g_rptr_sync,wrst_n,g_wptr,b_wptr,full);
fifo F1(D_in,w_clk,w_en,b_wptr,full,r_clk,r_en,b_rptr,empty,D_out);
endmodule
==> ./run.sh <==
#!/bin/bash
# OpenROAD 26Q1-2900-gdf79404cd8, Yosys 0.63+post, stock flow scripts
make -C /OpenROAD-flow-scripts/flow DESIGN_CONFIG=/design/flow/config.mk WORK_HOME=/design/flow/orfs finish
==> ./config.mk <==
export PLATFORM = sky130hd
export DESIGN_NAME = asyn_fifo_top
export DESIGN_NICKNAME = asyn_fifo_top
export VERILOG_FILES = /design/flow/design.v
export SDC_FILE = /design/flow/constraint.sdc
export NUM_CORES = 4
export LEC_CHECK = 1
export CORE_UTILIZATION = 30
==> ./constraint.sdc <==
current_design asyn_fifo_top

set clk_period 4.0
set clk_io_pct 0.2

create_clock -name clk0 -period $clk_period [get_ports {r_clk}]
create_clock -name clk1 -period $clk_period [get_ports {w_clk}]

set non_clock_inputs [all_inputs -no_clocks]
set_input_delay [expr $clk_period * $clk_io_pct] -clock clk0 $non_clock_inputs
set_output_delay [expr $clk_period * $clk_io_pct] -clock clk0 [all_outputs]
==> impl_metrics.py <==
# Auto-generated metrics
metrics = {
    "power_and_ir_drop": {
        "power_per_cell_area_nw_per_um2": 757.3,
        "leakage_uw": 0.002821,
        "ir_worst_vdd_uv": 368.3,
        "power_uw": 6111,
    },
    "synth": {
        "synthAdderAreaFrac_pct": 0.9537,
        "topCombFamilyByArea": "multiplexers",
        "ys_seq_share_pct": 78.14,
        "muxShareOfSynthArea_pct": 15.33,
        "ys_sh_simple_pct": 1.736,
        "netlist_area_um2": 6560,
        "postSynthRegisterBits": 176,
        "synth.cellmix.compoundShare_pct": 0.1144,
        "synth.yosys.warnings": 4,
        "yosys_most_used_dff": "sky130_fd_sc_hd__edfxtp_1",
        "ys_async_sr_fraction_pct": 18.18,
        "gate_count_after_technology_mapping": 281,
        "synth_cell_type_count": 22,
        "xor_and_xnor_area_share_after_synthesis_pct": 2.422,
        "synth.yosys.num_cells": 281,
        "postSynthAreaPerCell_um2": 23.35,
        "yosysChipArea_um2": 6560,
        "enable_flop_cells": 144,
    },
    "final_timing": {
        "grt_setup_unrepaired": "false",
        "finalClockSkew_ns": 0.01328,
        "holdWs_ns": 0.2415,
        "finalHoldViolCount": 0,
        "worst_slew_margin_rel_pct": 51.24,
        "setup_viol": 0,
        "max_slew.worst_pin.slew_ns": 0.7291,
        "timing.final.max_slew_violations": 0,
        "worst_slack_ns": 1.376,
        "final.setup.tns_ns": 0,
    },
    "floorplanning": {
        "die_height_um": 149.9,
        "design.portCount": 40,
        "fp.dieW_um": 149.9,
        "design.core.area_um2": 21220,
        "placement_rows": 53,
        "initial_core_util_pct": 30.91,
        "fp.dieArea_um2": 22460,
    },
    "hold_path": {
        "hp-class": "reg -> reg",
    },
    "route": {
        "detail_route.drc_violations": 0,
        "top_metal_layer_carrying_routed_signals": "met4",
        "antenna_violating_nets_post_route": 0,
        "post_drt_wl_per_cell_um": 18.14,
        "via_count": 2859,
        "detailroute.wirelength.met3_um": 1717,
        "drt_wl_total_um": 11540,
        "via_per_inst": 4.495,
        "drt_first_pass_iters": 4,
        "met2WireLength_um": 5331,
        "insertedDiodeCount": 0,
        "initialDrtViolationCount": 137,
        "met1_length_um": 4333,
    },
    "critical_path": {
        "critical_path.reg2reg.endpoint": "w1.full",
        "critical_path.most_common_cell": "sky130_fd_sc_hd__ha_1",
        "rrSetupSlack_ns": 1.86,
        "path_max_fanout": 3,
        "worstSetupStartpoint": "w_en",
        "worstPathArrival_ns": 2.94,
        "crit_path_end": "w1.full",
        "timing.setup.critical_path_class": "in -> reg",
        "slowest_delay_ns": 0.45,
        "worst_setup_path_end_kind": "register",
        "startpoint_types": "input port",
        "worst-r2r-cell-count": 9,
        "worst_ep_required_ns": 4.32,
        "ordered_list_of_cells_on_the_worst_path": "clkdlybuf4s50_1 > nor2b_1 > ha_1 > ha_1 > xor2_1 > inv_1 > ha_1 > xor2_1 > nand3_1 > nor3_1",
        "r2r_start": "w1.full",
        "cp_slowest_cell": "sky130_fd_sc_hd__clkdlybuf4s50_1",
    },
    "place": {
        "routabilityCongestion": 0.7660,
        "dp_slack_ns": 1.079,
        "dp_hpwl_um": 6273,
        "placement.io_buffers": 38,
    },
    "grt": {
        "grt_overflow_total": 0,
        "groute.usage.overall_pct": 11.86,
        "grt_max_degree": 35,
        "first_global_vias": 3172,
        "grt_antenna_before_repair": 0,
        "grt_pass1_wl_um": 17930,
    },
    "status": {
        "status": "finished clean",
    },
    "final_layout": {
        "final_layout_size_suffix_gt1_share_pct": 21.05,
        "area_growth_syn_to_layout_pct": 23.02,
        "largest_register_ff_count": 128,
    },
    "clock_network": {
        "cts_hold_buf": 0,
        "clk_transition_reported_paths_ns": 0.06,
        "tritoncts": "yes",
        "post-cts-setup-buffers": 0,
        "cts_sinks": 176,
        "cts_repair_resize_count": 0,
    },
    "run": {
        "log.warning_count": 26,
        "maxCapViolCount": 0,
    },
}
cells by family (layout without fill, tap and decap cells):
| kind of cell | after synthesis | in the layout |
|---|---|---|
| AND-OR/OR-AND | 1 | 1 |
| flip-flops | 176 | 176 |
| adder cells (fa/ha/maj) | 5 | 5 |
| multiplexers | 48 | 48 |
| AND/OR/NAND/NOR | 23 | 23 |
| XOR/XNOR | 16 | 16 |
| buffers and inverters | 12 | 92 |
cells in the final DEF (no fill, tap or decap), drive strengths merged, types with 6 or more instances in the layout:
cell           instances
xor2                  13
inv                   11
mux4                  32
clkbuf                23
clkdlybuf4s50         38
dfrtp                 31
nor2                   6
buf                   12
mux2                  16
edfxtp               144
how the worst min path moves through the flow:
stage	depth (start not counted)	startpoint	slack (ns)	endpoint
after global routing	0	r1.g_rptr[1]	0.24	write_synchronizer.q1[1]
final	0	r1.g_rptr[1]	0.24	write_synchronizer.q1[1]
after CTS	0	r1.g_rptr[1]	0.24	write_synchronizer.q1[1]
synth_stat cells, drive strengths merged (2+ instances only):
cell	n	area (um2)
nor2b	2	12.51
nor3	3	15.01
or3	2	12.51
ha	5	62.56
nand2b	3	18.77
buf	7	66.31
dfrtp	31	775.7
xor2	13	132.6
nor2	6	22.52
clkbuf	3	11.26
inv	2	7.510
nand3	5	25.02
nand2	2	7.510
edfxtp	144	4324
mux4	32	825.8
mux2	16	180.2
xnor2	3	26.28
worst max-delay path, delay by kind of cell:
family / cells / cell delay, ns
simple gates: 3 / 0.52
buf+inv: 2 / 0.55
xor+xnor: 2 / 0.38
fa+ha+maj: 3 / 0.71
power by group:
part | leakage (uW) | internal [uW] | total [uW] | switching, uW
Clock | 0.000376 | 1210 | 2010 | 803
Sequential | 0.00169 | 2490 | 2630 | 140
Combinational | 0.000750 | 764 | 1470 | 704
routing by layer:
layer | track usage [%] | up-vias
met3 | 9.161 | 12
met2 | 17.48 | 156
met5 | 0 | -
met4 | 1.616 | 0
li1 | - | 1284
met1 | 14.47 | 1407
cell type report:
| type | instances | area (um2) |
|---|---|---|
| Multi-Input combinational cell | 93 | 1361 |
| Timing Repair Buffer | 50 | 470.5 |
| Clock buffer | 23 | 575.6 |
| Sequential cell | 176 | 5126 |
| Clock inverter | 17 | 185.2 |
| Fill cell | 1876 | 13150 |
| Inverter | 2 | 7.507 |
| Tap cell | 275 | 344.1 |
stage by stage:
| stage | instances | area (um2) | util (%) |
|---|---|---|---|
| final | 636 | 8070 | 38.03 |
| after global routing | 636 | 8070 | 38.03 |
| after CTS | 636 | 8070 | 38.03 |
| after detailed placement | 596 | 7310 | 34.45 |
| after global placement | 596 | 7310 | 34.45 |
| after floorplan | 281 | 6560 | - |
Power is estimated from default activity; no workload was simulated.
